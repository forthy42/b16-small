`/design/flow/config.mk`:
```
export PLATFORM = sky130hd
export DESIGN_NAME = dbg_uart
export DESIGN_NICKNAME = dbg_uart
export VERILOG_FILES = /design/flow/design.v
export SDC_FILE = /design/flow/constraint.sdc
export NUM_CORES = 4
export LEC_CHECK = 1
export CORE_UTILIZATION = 50
```
`/design/flow/constraint.sdc`:
```
current_design dbg_uart

set clk_period 5.2
set clk_io_pct 0.2

create_clock -name clk0 -period $clk_period [get_ports {clk}]

set non_clock_inputs [all_inputs -no_clocks]
set_input_delay [expr $clk_period * $clk_io_pct] -clock clk0 $non_clock_inputs
set_output_delay [expr $clk_period * $clk_io_pct] -clock clk0 [all_outputs]
```
`/design/flow/design.v`:
```
module dbg_uart(clk, nreset, dix, dox, id, od,
		csu, addru, ru, wru, data, datau, status, state);
   input clk, nreset, dix;
   input [7:0] id, status;
   input [15:0] data;
   output 	dox, csu, ru;
   output [7:0] od;
   output [15:0] addru, datau;
   output [1:0]  wru;
   output [2:0] state;
   reg 		 dox, ru;
   reg [2:0] 	 state;
   reg [7:0] 	 od, lowbyte;
   reg [15:0] 	 addru, datau;
   reg [1:0] 	 wru;
   wire 	 csu = |{wru, ru};
   always @(posedge clk or negedge nreset)
     if(!nreset) begin
	dox <= 0;
	ru <= 0;
	wru <= 0;
	addru <= 0;
	datau <= 0;
	lowbyte <= 0;
	od <= 0;
     end else begin
	dox <= 0;
	if(csu & status[1]) begin
	   addru <= addru + ru + wru[0] + wru[1];
	   ru <= 0;
	   wru <= 0;
	   if(ru) begin
	     { dox, od } <= { 1'b1, ~addru[0] ? data[15:8] : data[7:0] };
	     lowbyte <= data[7:0];
	   end
	end else if(dix) begin
	   case(state)
	     3'b000: case(id)
		      "a": state <= 2;
		      "i": { dox, od } <= { 1'b1, status };
		      "w": state <= 1;
		      "W": state <= 4;
		      "r": ru <= 1;
		      "l": { addru, dox, od } <= { addru + 1, 1'b1, lowbyte };
		      default: state <= 0;
		    endcase  
	     3'b001: begin
		datau <= { id, id };
		wru <= addru[0] ? 2'b01 : 2'b10;
		state <= 0;
	     end
	     3'b010: begin
		addru[15:8] <= id;
		state <= 3;
	     end
	     3'b011: begin
		addru[7:0] <= id;
		state <= 0;
	     end
	     3'b100: begin
		datau[15:8] <= id;
		state <= 5;
	     end
	     3'b101: begin
		datau[7:0] <= id;
		wru <= 2'b11;
		state <= 0;
	     end
	     3'b110: state <= 0;
	     3'b111: state <= 0;
	   endcase  
	end  
     end  
endmodule  
```
`/design/flow/run.sh`:
```
#!/bin/bash
# OpenROAD 26Q1-2900-gdf79404cd8, Yosys 0.63+post, stock flow scripts
make -C /OpenROAD-flow-scripts/flow DESIGN_CONFIG=/design/flow/config.mk WORK_HOME=/design/flow/orfs finish
```
==> CHANGELOG.md <==
### Changed

- Worst Max-Slew Pin Slew: 0.6873 ns
- Area leader share: 37.37%
- Synth Register Bits: 55
- Crit start category: input pin
- Post-placement cell count: 494
- Achievable Freq: 319.6 MHz
- Slew HR: 54.18%
- Core Util, Final: around two thirds
- Post-synth ARST share: 94.55%
- Synth Area per Inst: 9.809 sq um
- Cell area leaders: dfrtp_1 37%, mux2_2 10%, a21oi_1 4.0%, mux2i_1 2.9%, edfxtp_1 2.6%
- Port Buffer Count: 82
- Hold_buf cts: 0
- Die height: 85.45 um
- Arrival @ worst endpoint: about 3.4 ns
- Sequential area share after synthesis: 39.96%
- Core box area: 0.006756 sq mm
- Max-cap violations: 0
- CP required: approximately 5.4 ns
- Area growth syn-to-layout: 26.84%
- Total GRT Usage: 25.55%
- CTS Buffer Depth: 2
- Detail Route Antenna Nets: 0
- Fin Clk Skew: 0.01129 ns
- Layout cell share with drive strength beyond 1: 12.09%
- Post-Syn Area: 0.003482 sq mm
- Drc violations: 0
- Chip area: 0.007302 sq mm
- Clk pin slew, worst setup/hold paths: about 0.1 ns
- Critical path class: in2reg
- Log Warnings: 26
- Count of final setup violators: 0
- Row cnt: 30
- Synth Instances: 355
- Worst path max stage delay: ~0.73 ns
- Largest net degree at the start of global routing: 54
- Vias in the first global route: 2883
- Peak supply drop: 208.9 uV
- Number of top-level pins: 83
- Cell count in the Yosys report: between 300 and 400
- Gpl congestion: 0.8997
- Status: completed
- Tightest Hold Check Type: reg2reg
- Hold depth: 2
- Final HPWL DP: 5998 um
- Final Hold Viols: 0
- CTS H-tree lvls: 2
- Synth Warn #: 1
- CTS resizes: 0
- PwrDens: 406.2 mW/mm^2
- Post-synthesis cell type count: 62
- Final period util: 60.17%
- Most common cell in the netlist: dfrtp_1
- Die X: roughly 85 um
- Vias: 3044
- Max Fanout on Critical Path: 15
- RSZ-0062 raised after global routing: no
- CP endpoint kind: register
- Gr ovfl total: 0
- Clk latency late pin: 0.31 ns
- Fp_density: 51.54%
- Static Leak: 0.001787 uW
- Synth area leader: dfrtp_1
- Root buffer cell: clkbuf_8
- Max Slew Vio Count: 0
- Yosys synthesis chip area: 0.003482 sq mm
- # diodes: 0
- Fin crit period: 3.129 ns
- TritonRoute pass-1 iters: 4
- Final WL: 8647 um
- CTS Buf Count: 5
- Clk sinks: 55
- Post-CTS Setup Repair Bufs: 0
- Post-DR vias/cell: 6.064
- Setup TNS: 0 ns
- First-pass GRT wire length: ~14000 um
- TritonCTS clock tree: built
- Fin cells: ~500
- FF-to-FF path depth: 5
- Synth Flop Type: dfrtp_1
- Initial antenna violation count: 0
- Post-synth EDFFs: 3
- Crit-path slowest cell: or4b_1
- Synth top cells by count: 52 x dfrtp_1, 31 x mux2_2, 28 x a21oi_1
- WL/cell: 17.23 um
- CP Cell Sequence: clkdlybuf4s50_1 -> or4b_1 -> nor2_8 -> a31oi_4 -> or2_0 -> o221ai_1
- 1st-iter DRT viols: just under 200
-- metrics by stage --
step | instance area (sq um) | power [uW] | hold slack (ns) | setup slack, ns
finish | 4417 | 1794 | 0.4904 | 2.071
global route | 4417 | 1930 | 0.5290 | 1.954
global placement | 4305 | 1498 | 0.4810 | 1.758
floorplan | 3482 | 1108 | 0.4257 | 2.508
CTS | 4417 | 1802 | 0.4976 | 2.078
detailed placement | 4305 | 1504 | 0.4736 | 1.739
-- where the power goes --
part           switching [uW]  leakage, uW  internal [uW]
combinational             320      0.00103            465
clock                     143    0.0000558            146
sequential                163     0.000697            557
total                     627      0.00179           1170
-- worst max-delay path, delay by kind of cell --
kind | cells | cell delay [ns]
compound gates | 2 | 0.43
buf+inv | 1 | 0.53
simple gates | 3 | 1.35
-- registers in the layout, indices dropped and copies added (netlist names) --
| signal | flops |
|---|---|
| wru | 2 |
| dox | 1 |
| addru | 16 |
| od | 8 |
| lowbyte | 8 |
| ru | 1 |
| datau | 16 |
| state | 3 |
-- cell usage in the layout (no fill, tap or decap), types with 3 or more instances in the layout --
cell type / count
clkdlybuf4s50_1: 81
dfrtp_1: 52
mux2_2: 31
a21oi_1: 28
nand2_1: 23
nor2_1: 19
o21ai_0: 16
nand3_1: 11
mux2i_1: 10
nor3_1: 9
a211oi_1: 9
nor2b_1: 9
xnor2_1: 8
nand4_1: 8
and2_1: 6
inv_1: 5
and4_1: 5
a31oi_1: 5
xor2_1: 5
clkbuf_8: 5
o22ai_1: 4
and3b_1: 4
a21o_1: 4
and3_1: 4
o221ai_1: 3
o211ai_1: 3
ha_1: 3
buf_4: 3
edfxtp_1: 3
-- routing by layer --
layer	vias to the layer above	share of wire (%)	global-route usage [%]
met5	-	0	0
met4	0	1.2	2.273
met3	9	5.6	3.751
met2	98	47	40.58
met1	1473	46	40.98
li1	1464	-	-
-- area by class of cell --
cell class              count  area, sq um
repair buffers             85        838.3
flip-flops and latches     55         1391
clock buffers               6        72.57
clock inverters             2        38.79
fillers                   538         2340
well taps                  80        100.1
inverters                   5        18.77
multi-input cells         269         1957
-- path summary, 6_finish.rpt --
| check | start | to | slack [ns] |
|---|---|---|---|
| max in group asynchronous | nreset | addru[12] | 3.91 |
| min in group asynchronous | nreset | lowbyte[6] | 0.84 |
| min reg2reg | datau[13] | datau[13] | 0.49 |
| max reg2reg | ru | datau[10] | 2.43 |
| max | id[1] | addru[5] | 2.07 |
| min | datau[13] | datau[13] | 0.49 |
-- cells by family after synthesis --
| group | count (synthesis) | share of synthesized area (%) |
|---|---|---|
| compound gates | 96 | 19.33 |
| xor+xnor | 13 | 3.270 |
| fa+ha+maj | 5 | 2.228 |
| buf+inv | 31 | 3.845 |
| flops | 55 | 39.96 |
| mux | 41 | 12.90 |
| simple gates | 114 | 18.47 |
No activity file was given, so power comes from the tool's default toggle rates.
