===== ./design.v =====
module sfr(clk, nreset, drun, sel, addr, r, w, dwrite, sfr_data,
	   LED7, gpio_0, gpio_1, irqrun, keys, pwm);
   input clk, nreset, drun, sel, r;
   input [7:0] addr;
   input [15:0] dwrite;
   input [1:0] 	w;
   output [15:0] sfr_data, LED7;
   inout [35:0] gpio_0, gpio_1;
   input [12:0] keys;
   input [35:0] pwm;
   output 	irqrun;
   reg [15:0] 	 sfr_data, LED7, tval0, tval1;
   reg [35:0] 	 gpio_0o, gpio_1o, gpio_0t, gpio_1t;
   reg [31:0] 	 timerval;
   reg [12:0]    keys_reg;
   reg 	 irqmask, irqact;
   assign irqrun = |{irqmask & irqact};
   genvar 	 i;
   generate for(i=0; i<36; i=i+1)
     begin : triout
	assign gpio_0[i] = gpio_0t[i] ? gpio_0o[i] | pwm[i] : 1'bz;
	assign gpio_1[i] = gpio_1t[i] ? gpio_1o[i] : 1'bz;
     end
   endgenerate
   always @(posedge clk or negedge nreset)
     if(!nreset) begin
	timerval <= 0;
     end else begin
	timerval <= timerval + drun;
     end
   always @(negedge clk or negedge nreset)
     if(!nreset) begin
	LED7 <= 16'hdead;
	gpio_0o <= 0;
	gpio_1o <= 0;
	gpio_0t <= 0;
	gpio_1t <= 0;
	tval0 <= 0;
	tval1 <= 0;
	irqact <= 1;
	irqmask <= 1;
	keys_reg <= 0;
     end else begin  
	keys_reg <= keys;
	if(sel) begin
	   if(w[1]) begin
	      case({ addr[7:1], 1'b0 })
		8'h00: LED7[15:8] <= dwrite[15:8];
		8'h08: irqmask <= dwrite[15:8];
		8'h10: tval0[15:8] <= dwrite[15:8];
		8'h12: tval1[15:8] <= dwrite[15:8];
		8'h22: gpio_0o[31:24] <= dwrite[15:8];
		8'h24: gpio_0o[15:8] <= dwrite[15:8];
		8'h2a: gpio_0t[31:24] <= dwrite[15:8];
		8'h2c: gpio_0t[15:8] <= dwrite[15:8];
		8'h32: gpio_1o[31:24] <= dwrite[15:8];
		8'h34: gpio_1o[15:8] <= dwrite[15:8];
		8'h3a: gpio_1t[31:24] <= dwrite[15:8];
		8'h3c: gpio_1t[15:8] <= dwrite[15:8];
	      endcase
	   end
           if(w[0]) begin
	      case({ addr[7:1], 1'b0 })
		8'h00: LED7[7:0] <= dwrite[7:0];
		8'h08: irqact <= dwrite[7:0];
		8'h10: tval0[7:0] <= dwrite[7:0];
		8'h12: tval1[7:0] <= dwrite[7:0];
		8'h20: gpio_0o[35:32] <= dwrite[7:0];
		8'h22: gpio_0o[23:16] <= dwrite[7:0];
		8'h24: gpio_0o[7:0] <= dwrite[7:0];
		8'h28: gpio_0t[35:32] <= dwrite[7:0];
		8'h2a: gpio_0t[23:16] <= dwrite[7:0];
		8'h2c: gpio_0t[7:0] <= dwrite[7:0];
		8'h30: gpio_1o[35:32] <= dwrite[7:0];
		8'h32: gpio_1o[23:16] <= dwrite[7:0];
		8'h34: gpio_1o[7:0] <= dwrite[7:0];
		8'h38: gpio_1t[35:32] <= dwrite[7:0];
		8'h3a: gpio_1t[23:16] <= dwrite[7:0];
		8'h3c: gpio_1t[7:0] <= dwrite[7:0];
	      endcase
	   end  
	end
	if(timerval == {tval0, tval1})
	  irqact <= 1;
     end
   always @(addr or r or sel or LED7 or tval0 or tval1 or timerval
            or gpio_0 or gpio_1 or gpio_0t or gpio_1t or irqmask or irqact or keys_reg)
     if(r & sel)
       case({ addr[7:1], 1'b0 })
	 8'h00: sfr_data <= LED7;
	 8'h08: sfr_data <= { irqmask, 7'h00, irqact };
	 8'h10: sfr_data <= tval0;
	 8'h12: sfr_data <= tval1;
	 8'h14: sfr_data <= timerval[31:16];
	 8'h16: sfr_data <= timerval[15:0];
	 8'h20: sfr_data <= gpio_0[35:32];
	 8'h22: sfr_data <= gpio_0[31:16];
	 8'h24: sfr_data <= gpio_0[15:0];
	 8'h28: sfr_data <= gpio_0t[35:32];
	 8'h2a: sfr_data <= gpio_0t[31:16];
	 8'h2c: sfr_data <= gpio_0t[15:0];
	 8'h30: sfr_data <= gpio_1[35:32];
	 8'h32: sfr_data <= gpio_1[31:16];
	 8'h34: sfr_data <= gpio_1[15:0];
	 8'h38: sfr_data <= gpio_1t[35:32];
	 8'h3a: sfr_data <= gpio_1t[31:16];
	 8'h3c: sfr_data <= gpio_1t[15:0];
	 8'h40: sfr_data <= keys_reg;
	 default sfr_data <= 0;
       endcase else sfr_data <= 0;
endmodule  

===== ./run.sh =====
#!/bin/bash
# OpenROAD 26Q1-2900-gdf79404cd8, Yosys 0.63+post, stock flow scripts
make -C /OpenROAD-flow-scripts/flow DESIGN_CONFIG=/design/flow/config.mk WORK_HOME=/design/flow/orfs finish

===== ./config.mk =====
export PLATFORM = sky130hd
export DESIGN_NAME = sfr
export DESIGN_NICKNAME = sfr
export VERILOG_FILES = /design/flow/design.v
export SDC_FILE = /design/flow/constraint.sdc
export NUM_CORES = 4
export LEC_CHECK = 1
export CORE_UTILIZATION = 40

===== ./constraint.sdc =====
current_design sfr

set clk_period 7.2
set clk_io_pct 0.2

create_clock -name clk0 -period $clk_period [get_ports {clk}]

set non_clock_inputs [all_inputs -no_clocks]
set_input_delay [expr $clk_period * $clk_io_pct] -clock clk0 $non_clock_inputs
set_output_delay [expr $clk_period * $clk_io_pct] -clock clk0 [all_outputs]

==> flow_summary.yaml <==
# generated from flow reports
outcome:
  stop_stage: "clock tree synthesis"
  status: "aborted with a tool error"
  error: "[error] [KeplerFormal.cpp:679] Workflow failed: Iso has multiple drivers: .gpio_00, _0882_.X0"
cts:
  postCtsSetupBuffers: 6
  ctsHoldBuffers: 0
  ctsLongestPathBuffers: 3
  cts_resized: 53
  clock_sinks: 239
  cts_made_buffers: 28
  cts-root-buf: "clkbuf_16"
  cts_htree_levels: 1
placement:
  routabilityCongestion: 0.945
  io_buffers: 111
  dp_hpwl_um: 29000
floorplan:
  ios: 185
  fp-utilization_pct: 40.8
  die_height_um: 176
  fp.dieW_um: 176
  rows: 63
synth:
  yosysChipArea_um2: 12100
  synthCells: 1016
  syn_avg_cell_area_um2: 11.9
  synth-edff-count: 0
  post_synth_num_cell_types: 72
  synth-seq-cells: 239
  yosys_warnings: 3
  synth-main-ff-cell: "dfrtn_1"
  netlist_top_cells_area: "dfrtn_1 40%, mux2_2 17%, dfrtp_1 6.6%, mux2i_1 3.3%, xor2_1 3.0%"
  async_reset_ff_share_pct: 100
  ys_cells: 1016
  largest_area_cell: "dfrtn_1"
  top_area_share_pct: 40.2
  postSynthSeqShare_pct: 49.7
  synthesis.area_um2: 12100
## logic make-up after synthesis
logic type               after synthesis  synth area share [%]
AND-OR/OR-AND                        130                  7.77
XOR/XNOR                              62                  4.50
adder cells (fa/ha/maj)                2                 0.207
buffers and inverters                 71                  2.57
flip-flops                           239                  49.7
multiplexers                         244                  23.0
AND/OR/NAND/NOR                      268                  12.3
## Yosys cell counts, drive strengths merged, types with 4 or more instances
cell and number:
and3 11, nand2b 5, a21oi 15, dfrtn 194
and2 6, a41oi 9, inv 7, nor2b 7
a22oi 19, nor3 12, o22ai 7, a31oi 10
dfrtp 32, a211oi 4, or3 4, buf 28
nand4 15, xor2 42, nor4 14, a32oi 5
o21ai 24, mux2 202, nor2 42, or2 35
nand2 63, a221oi 6, clkbuf 36, xnor2 20
and4 4, mux2i 40, a22o 4, dfstp 13
nand3 34
## metrics by stage
step           cells  setup WS, ps  utilization, %  cell area [um2]  hold WS, ps
3_5_place_dp    1536          -130            48.0            14200          445
3_3_place_gp    1536          -131            48.0            14200          441
2_1_floorplan   1016           562               -            12100          420
