## design/flow/design.v

```verilog
module uart(clk, nreset, rx, tx, id, od, dix, dox, wip, rate, debug);
   input clk, nreset, rx, dox;
   input [7:0] od;
   output [7:0] id;
   output [15:0] rate;
   output [9:0] debug;
   output 	dix, wip, tx;
   reg [9:0] 	disr, dosr;
   reg 		dix, srset, tx;
   reg [1:0] 	lastrx;
   reg [15:0] 	cnt, cnto, cntmax;
   reg [3:0] 	bitcnt, bitcnto;
   assign id = disr[8:1];
   assign rate = cntmax;
   assign debug = { srset, lastrx, bitcnt, disr[9:7] };
   assign wip = |bitcnto;
   always @(posedge clk or negedge nreset)
     if(!nreset) begin
	cnt <= 0;
	cnto <= 0;
	cntmax <= 0;
	dix <= 0;
	disr <= 0;
	dosr <= 0;
	srset <= 0;
	lastrx <= 2'b11;
	bitcnt <= 0;
	bitcnto <= 0;
	tx <= 1;
     end else begin
	lastrx <= { lastrx[0], rx };
	if(srset) begin
	   dix <= 0;
	   if(!bitcnt) begin
	      if(lastrx == 2'b10) begin
		 bitcnt <= 1;
		 cnt <= cntmax >> 1;
		 disr <= { lastrx[0], disr[9:1] };
	      end
	   end else begin
	      cnt <= cnt - 1;
	      if(cnt == 1) begin
		 cnt <= cntmax;
		 bitcnt <= bitcnt + 1;
		 disr <= { lastrx[0], disr[9:1] };
		 if(bitcnt == 10) begin
		    bitcnt <= 0;
		    dix <= 1;
		 end
	      end
	   end  
	   if(wip) begin
	      if(cnto == 1) begin
		 { dosr, tx } <= { 1'b1, dosr };
		 bitcnto <= bitcnto + 1;
		 cnto <= cntmax;
		 if(bitcnto == 10) begin
		    bitcnto <= 0;
		 end
	      end else begin
		 cnto <= cnto - 1;
	      end
	   end else if(dox) begin
	      bitcnto <= 1;
	      dosr <= { 1'b1, od, 1'b0 };
	      cnto <= 1;
	   end
	end else begin  
	   if(lastrx == 2'b10) begin
	      if(cntmax) begin
	        cntmax <= (cntmax + cnt + 1) >> 1;
	        cnt <= cnt >> 1;
	        srset <= 1;
	        bitcnt <= 3;
	        disr[9] <= 1;
	      end else begin
	        cnt <= 0;
	      end
	   end else begin
	      cnt <= cnt + 1;
	      if(lastrx == 2'b01) begin
		 cntmax <= cnt + 1;
		 cnt <= 0;
	      end
	   end
	end
     end  
endmodule  
```

## design/flow/constraint.sdc

```tcl
current_design uart

set clk_period 6.0
set clk_io_pct 0.2

create_clock -name clk0 -period $clk_period [get_ports {clk}]

set non_clock_inputs [all_inputs -no_clocks]
set_input_delay [expr $clk_period * $clk_io_pct] -clock clk0 $non_clock_inputs
set_output_delay [expr $clk_period * $clk_io_pct] -clock clk0 [all_outputs]
```

## design/flow/config.mk

```make
export PLATFORM = sky130hd
export DESIGN_NAME = uart
export DESIGN_NICKNAME = uart
export VERILOG_FILES = /design/flow/design.v
export SDC_FILE = /design/flow/constraint.sdc
export NUM_CORES = 4
export LEC_CHECK = 1
export CORE_UTILIZATION = 40
```

## design/flow/run.sh

```bash
#!/bin/bash
# OpenROAD 26Q1-2900-gdf79404cd8, Yosys 0.63+post, stock flow scripts
make -C /OpenROAD-flow-scripts/flow DESIGN_CONFIG=/design/flow/config.mk WORK_HOME=/design/flow/orfs finish
```

==> impl_metrics.tcl <==
# flow metrics
set metrics [dict create \
    status "complete, no violations" \
    arrival_ns 2.28 \
    synth_flops 80 \
    warnings 33 \
    p_leak_nw 2.79 \
    yosys_cells 706 \
    ys_types 76 \
    n_antenna_cell 0 \
    peakVddDrop_uv 226 \
    fin_ws_ns 2.52 \
    cts_buffer_depth 2 \
    area_delta_synth_final_pct 14.1 \
    yosysTopAreaCell "dfrtp_1" \
    logic_area_um2 3560 \
    rsz0062_at_grt "false" \
    p_comb_share_pct 50.6 \
    drc 0 \
    post-place-cells 897 \
    hold_buffers 0 \
    routed_wirelength_um 16100 \
    instances_no_fill 913 \
    ctsResizeCount 0 \
    required_ns 4.80 \
    pwr-share-clk_pct 16.6 \
    cp-end-kind "output port" \
    clk_latency_ns 0.35 \
    hold_viol_final 0 \
    synth_cells 706 \
    edf_count 0 \
    drt_first_pass_iters 5 \
    async_flop_share_pct 100 \
    fin_tns_setup_ns 0 \
    hpwl_um 11500 \
    clkTransAtPathRegs_ns 0.07 \
    cts_setup_buffers 0 \
    holdWs_ns 0.405 \
    relSlewSlack_pct 39.8 \
    wl_per_cell_um 17.7 \
    antenna_found_initial 0 \
    cap_violations 0 \
    io_buffers 48 \
    synth_area_um2 5910 \
    place_congestion 0.935 \
    fillers 1343 \
    dp_slack_ns 2.69 \
    finalPower_w 0.00353 \
    via_per_inst 5.89 \
    core-area_um2 14500 \
    ys_seq_share_pct 34.0 \
    critPathMaxFanout 14 \
    final_cell_mix "nand2_1, dfrtp_1, o21ai_0" \
    drive_above_1_share_pct 8.92 \
    numCtsBuffers 9 \
    die-height_um 124 \
    synth_area_per_cell_um2 8.36 \
    io_pins 49 \
    cts_tree "done" \
    lay_top_count "nand2_1" \
    hold_class "reg2reg" \
    max_freq_ghz 0.287 \
    p_sw_w 0.00157 \
    area_leaders "dfrtp_1, o21ai_0, ha_1, nand2_1, a21oi_1" \
    initCoreUtil_pct 40.8 \
    grt_pass1_wl_um 26500 \
    critPathLaunchType "register" \
    drtIter0Drc 329 \
    num_rows 44 \
    p_per_area_nw_per_um2 523 \
    synth_top_area_share_pct 32.6 \
    die_x_um 124 \
    swShare_pct 44.6 \
    root_buffer "clkbuf_16" \
    grt_overflow_total 0 \
    grt_pass1_vias 5022 \
    vias 5375 \
    htreeDepth 3 \
    slew_violations 0 \
    grt_usage_pct 22.9 \
    seqPwrFrac_pct 32.8 \
    ant_nets 0 \
    seq_area_um2 2010 \
    critical_path_class "reg2out" \
    fin_crit_sh_pct 58.0 \
    intPower_w 0.00195 \
    cts.sinks 80 \
    flop_cell "dfrtp_1" \
    dieArea_um2 15300 \
    ys_chip_area_um2 5910 \
    skew_ns 0.00986 \
    ys_warn_count 1 \
    tightestPinTransition_ns 0.896 \
    grt_max_degree 57 \
    setup_viol 0 \
    min_period_ns 3.48 \
]
==> power by group through the flow <==
stage,registers [W],clock network (W),logic [W]
final,0.00116,0.000586,0.00178
after global routing,0.00120,0.000618,0.00202
after CTS,0.00115,0.000598,0.00178
==> cell families (layout without fill, tap and decap cells) <==
family / after synthesis / count (layout) / share of synthesized area (%)
muxes: 19 / 19 / 3.52
and+or+nand+nor: 251 / 251 / 21.6
xor gates and xnor gates: 36 / 36 / 5.34
DFF: 80 / 80 / 34.0
adders and majority gates: 29 / 29 / 6.27
AOI/OAI and AO/OA: 219 / 219 / 23.4
buffers and inverters: 72 / 95 / 5.87
==> Yosys cell counts, types with 4 or more instances <==
library cell,n
o211ai_1,7
clkbuf_1,30
xor2_1,7
o22a_1,4
xnor2_1,29
nor2_1,52
o21a_1,4
mux2_2,10
a22oi_1,4
buf_2,10
ha_1,28
nor3b_1,10
nand3_1,19
a21o_1,5
a221oi_1,4
and3_1,9
o221ai_1,4
nand4_1,4
or2_2,5
a21oi_1,53
buf_4,4
mux2i_1,8
nor3_1,18
buf_6,5
o31ai_1,6
o21ai_0,76
inv_1,22
a31oi_1,13
nand2_1,85
dfrtp_1,77
nor4_1,14
==> state kept, by name (all words and copies together), names as in the netlist <==
signal   flops
lastrx       2
bitcnt       4
cnt         16
bitcnto      4
cntmax      16
cnto        16
disr         9
dosr        10
dix          1
srset        1
tx           1
==> metrics by stage <==
| stage | utilization [%] | cell area [um2] |
|---|---|---|
| CTS | 46.5 | 6740 |
| detailed placement | 44.4 | 6420 |
| finish | 46.5 | 6740 |
| floorplan | - | 5910 |
| global route | 46.5 | 6740 |
| global placement | 44.4 | 6420 |
==> worst max-delay path, stage by stage (launching register included) <==
cell and delay [ns]:
dfrtp_1 0.40, inv_1 0.10, ha_1 0.22, nor3b_1 0.15, buf_4 0.18, inv_1 0.34
clkdlybuf4s50_1 0.55
==> final cells by class <==
type / instances / share of cell area, %
clock buffers: 10 / 3.55
inverters: 22 / 1.23
repair buffers: 57 / 8.10
multi-input cells: 554 / 52.8
clock inverters: 6 / 1.13
well taps: 184 / 3.42
flip-flops and latches: 80 / 29.8
==> metal layers <==
layer | global-route usage (%) | vias to the layer above | routed length (um)
li1 | - | 2623 | -
met1 | 35.6 | 2561 | 7660
met2 | 33.9 | 162 | 7230
met3 | 3.48 | 29 | 804
met4 | 6.33 | 0 | 443
met5 | 0 | - | 0
==> path summary, 6_finish.rpt <==
check,start,to,slack [ns],cells after the start
max,bitcnto[0]$_DFFE_PN0P_,wip,2.52,6
min,lastrx[0]$_DFF_PN1_,lastrx[1]$_DFF_PN1_,0.41,0
max reg2reg,bitcnto[0]$_DFFE_PN0P_,bitcnto[2]$_DFFE_PN0P_,2.90,9
min reg2reg,lastrx[0]$_DFF_PN1_,lastrx[1]$_DFF_PN1_,0.41,0
max in group asynchronous,nreset,dix$_DFFE_PN0P_,4.17,2
min in group asynchronous,nreset,dosr[9]$_DFFE_PN0P_,0.75,1
Power and IR drop assume default switching activity.
